### flow/config.mk
export PLATFORM = sky130hd
export DESIGN_NAME = BIST_system
export DESIGN_NICKNAME = BIST_system
export VERILOG_FILES = /design/flow/design.v
export SDC_FILE = /design/flow/constraint.sdc
export NUM_CORES = 4
export LEC_CHECK = 1
export CORE_AREA = 10 10 95 95
export DIE_AREA = 0 0 105 105
### flow/constraint.sdc
current_design BIST_system

set clk_period 5.8
set clk_io_pct 0.2

create_clock -name clk0 -period $clk_period [get_ports {clk}]

set non_clock_inputs [all_inputs -no_clocks]
set_input_delay [expr $clk_period * $clk_io_pct] -clock clk0 $non_clock_inputs
set_output_delay [expr $clk_period * $clk_io_pct] -clock clk0 [all_outputs]
### flow/design.v
module BIST_system(
	input wire clk, 
	input wire rst,
	input wire enable,
	output wire pass
);
	wire [7:0] lfsr_data;
	wire [7:0] multiplier_out;
	wire [3:0] misr_out;
	wire [3:0] expected_signature = 4'b1010;  
	LFSR_8bit lfsr_inst (.clk(clk),.rst(rst),.enable(enable),.lfsr(lfsr_data));
	multiplier_4bit mul_inst (.a(lfsr_data[3:0]),.b(lfsr_data[7:4]),.product(multiplier_out));
	MISR_4bit misr_inst (.clk(clk),.rst(rst),.enable(enable),.data_in(multiplier_out[7:4]^multiplier_out[3:0]),.misr_out(misr_out));
	comparator comp_inst (.actual_signature(misr_out),.expected_signature(expected_signature),.pass(pass));
endmodule
module LFSR_8bit(
	input wire clk,
	input wire rst,
	input wire enable,
	output reg [7:0] lfsr
);
	always @(posedge clk or posedge rst) begin 
		if(rst)
			lfsr <= 8'b0000_0001;
		else if(enable)
			lfsr <= {lfsr[6:0], lfsr[7]^lfsr[5]};  
	end
endmodule
module MISR_4bit(
	input wire clk,
	input wire rst,
	input wire enable,
	input wire [3:0] data_in,
	output reg [3:0] misr_out
);
	always @(posedge clk or posedge rst) begin 
		if (rst) 
			misr_out <= 4'b0001;  
		else if(enable) 
			misr_out <= {misr_out[2:0], misr_out[3]^misr_out[0]} ^ data_in;  
	end
endmodule
module comparator(
	input wire [3:0] actual_signature,
	input wire [3:0] expected_signature,
	output wire pass
);
	assign pass = (actual_signature == expected_signature) ? 1'b1 : 1'b0;
endmodule	
module multiplier_4bit(
	input wire [3:0] a,
	input wire [3:0] b,
	output wire [7:0] product
);
	assign product = a * b; 
endmodule
### flow/run.sh
#!/bin/bash
# OpenROAD 26Q1-2900-gdf79404cd8, Yosys 0.63+post, stock flow scripts
make -C /OpenROAD-flow-scripts/flow DESIGN_CONFIG=/design/flow/config.mk WORK_HOME=/design/flow/orfs finish
==> run notes <==
Implementation status.

- Per the detailed placement report, the placed cell area equals 0.00111 sq mm.
- The flop and latch count out of synthesis is 12.
- The chip occupies 0.0110 sq mm.
- The capture point of the worst path is misr_inst.misr_out[3].
- TritonCTS built the clock tree.
- The total overflow left after global routing is 0.
- The post-cts repair resize count is 0.
- The floorplan has 30 rows.
- Cells with a size suffix above 1 make up 16.7% of the layout.
- The cell at the root of the clock tree is sky130_fd_sc_hd__clkbuf_8.
- The chip area in the Yosys report is 967 sq um.
- Counting distinct cell types in the post-synthesis netlist gives 19.
- The residual DRC count is 0.
- The startpoint of the worst-slack reg-to-reg timing path is lfsr_inst.lfsr[0].
- Looking at the reg2reg group, the worst path ends at misr_inst.misr_out[3].
- The buffers inserted during post-CTS setup optimization is 0.
- The total wirelength of the detailed-routed design is 1.60 mm.
- The cell family contributing the most delay on the critical path is adder cells.
- The element type at the critical path start is a flip-flop.
- The capturing element type of the critical path is a flip-flop.
- By area the synthesized netlist is led by sky130_fd_sc_hd__dfrtp_1 (26%), sky130_fd_sc_hd__ha_1 (16%), sky130_fd_sc_hd__mux2_2 (9.3%), sky130_fd_sc_hd__fa_1 (8.3%), sky130_fd_sc_hd__and2_1 (7.8%).
- The number of slew-limit violations in the final report is 0.
- The run finished with clean final reports.
- Post-route period utilization is reported as 53.2%.
- The number of warnings issued by yosys is 2.
- Before placement the cells fill 14.0% of the core.
- Sorting the Yosys area breakdown by cell type puts at the top sky130_fd_sc_hd__dfrtp_1.
- The logic area is 633 sq um.
- The number of antenna violations at the first check in global routing was 0.
- The area taken by flip-flops and latches is 303 sq um.
- Per the Yosys statistics, synthesis produced 90 cells.
- The post-route worst hold slack is 0.530 ns.
- The highest-delay cell along the critical path is sky130_fd_sc_hd__dfstp_2.
- The gate count of the mapped netlist is 90.
- On the worst setup and hold paths after CTS, the clock-pin slew comes to 0.05 ns.
- The buffer_ports step reported a buffer count of 3.
- The clock reaches the later pin of the worst-skew pair after 0.24 ns.
- The number of violations reported at the end of detailed-routing iteration 0 is 12.
- In the global route stage, overall resource usage came out at 3.08%.
- The OpenROAD report gives the critical path a required time of 5.89 ns.
- The relative area change from synthesis to final layout is 20.7%.
- The post-place setup slack is 2.72 ns.
- The synthesized area per cell is 10.7 sq um.
- Setup repair after global routing left no endpoint under its margin.
- The total via count after detailed routing is 624.
- Between clock sinks in the finished design, the worst skew comes to 0.00184 ns.
- The repair_antennas step left the layout with diodes totalling 0.
- Endpoints with negative setup slack in the final report add up to 0.
- The routed length per instance is 8.35 um.
- The HPWL after detailed placement is 1.21 mm.
- The tool flagged a number of max-cap violations equal to 0.
- The sink count of the clock tree is 12.
- The number of buffers on the longest clock path is 2.
- The critical path goes through nand2_1 > fa_1 > inv_1 > fa_1 > inv_1 > fa_1 > xor2_1 > xnor2_1 > xnor2_1 > a21oi_1.
- The async set or reset register ratio after synthesis is 100%.
- The iteration tally of the first detailed-router pass is 3.
- Entering global routing, the biggest net connects 15 pins.
- The critical path class is reg -> reg.
- The final layout reports a setup TNS of 0 ns.
- The routability congestion estimate from global placement is 0.756.
- The buffers plus inverters on the worst setup path is 2.
- Per the slew report, the remaining headroom to the max-slew limit stands at 56.9%.
- The fraction of post-synthesis cell area in the top cell type by area is 25.9%.
- The path class of the lowest-slack min-delay path is reg -> reg.
- In this run the cell area of the synthesized design comes to 967 sq um.
- Data arrives at the worst endpoint at 3.18 ns.
- The die is 105 um wide.
- Counting buffers and inverters, the worst setup path is 10 cells deep.
- The design area is 0.00117 sq mm.
- The CTS report gives the tree buffer count as 3.
- Looking at the max-slew report, the worst-margin pin has a slew of 0.645 ns.
- For reference, the final report shows the hold violation count at 0.
- The count of boundary I/O pins is 4.
- Among the stages of the critical path, the cell type that occurs most often is sky130_fd_sc_hd__fa_1.
- The timing-limited maximum frequency is 324 MHz.
- The minimum clock period after layout is 3.08 ns.
- Summing the sequential cell areas from Yosys gives 31.3% of the chip area.
- The number of levels in the clock H-tree is 1.
- The maximum fanout along the worst path is 6.
- On the worst path, the slowest cell contributes a delay of 0.56 ns.
- The script logs the ratio of routed vias to standard cells as 3.25.
- The stage-log warning count is 25.
- The startpoint of the worst setup timing path is lfsr_inst.lfsr[0].
- The final-layout fill cell count is 775.
- The count of library flops with an enable pin is 0.
- The global-route wire length before repair is 2.99 mm.
- After layout, the worst setup slack is 2.72 ns.
- The leading register cell type out of synthesis is sky130_fd_sc_hd__dfrtp_1.
- The report puts the cell count of the worst reg-to-reg path at 10.
- The total core area is 0.00691 sq mm.
- The detail route stage leaves a number of antenna-violating nets equal to 0.
- The die boundary height is 105 um.
- After synthesis, the most frequently instantiated cells are sky130_fd_sc_hd__and2_1 (12), sky130_fd_sc_hd__ha_1 (12), sky130_fd_sc_hd__dfrtp_1 (10), sky130_fd_sc_hd__mux2_2 (8).
- In this run, post-CTS hold repair placed 0 buffers.
- The number of global-route vias before repair is 674.
==> cells in the final DEF (no fill, tap or decap), drive strengths merged, types with 2 or more instances in the layout <==
master	synthesis	final
ha	12	12
a21oi	4	4
clkbuf	0	4
fa	4	4
xnor2	7	7
dfstp	2	2
mux2	9	9
and2	12	12
nand2	7	7
clkdlybuf4s50	0	3
nor2	5	5
inv	7	7
dfrtp	10	10
xor2	5	5
==> tightest hold or removal path, stage by stage (launching register included) <==
cell                      delay, ns
sky130_fd_sc_hd__dfstp_2       0.38
sky130_fd_sc_hd__nor2_1        0.10
sky130_fd_sc_hd__a21oi_1       0.05
==> through the flow <==
step                utilization [%]  cells
global route                   16.9    192
CTS                            16.9    192
floorplan                         -     90
global placement               16.1    188
detailed placement             16.1    188
finish                         16.9    192
==> state kept, by name, indices dropped and copies added, names as in the netlist <==
register,flops
lfsr_inst.lfsr,8
misr_inst.misr_out,4
==> cells by family (layout without fill, tap and decap cells) <==
logic type,count (synthesis),in the layout,synth area share [%]
flops,12,12,31.3
xor+xnor,13,13,13.2
fa+ha+maj,16,16,23.8
compound gates,7,7,4.66
buf+inv,8,14,3.23
simple gates,25,25,12.9
mux,9,9,10.9
==> final cells by class <==
type / count / area share [%]
Inverter: 7 / 2.25
Sequential cell: 12 / 25.9
Clock buffer: 4 / 4.72
Multi-Input combinational cell: 70 / 54.2
Timing Repair Buffer: 3 / 2.57
Tap cell: 96 / 10.3
==> per-layer routing <==
metal	global-route usage, %	part of all wire, %	vias up
met2	5.12	47	1
met3	0.621	1.8	2
met5	0	0	-
met1	4.03	49	314
li1	-	-	307
met4	0.686	1.6	0
==> worst min-delay path by stage <==
stage / end / cells past startpoint / start / slack, ns
CTS: lfsr_inst.lfsr[0] / 2 / lfsr_inst.lfsr[0] / 0.53
global route: misr_inst.misr_out[0] / 1 / misr_inst.misr_out[0] / 0.57
finish: lfsr_inst.lfsr[0] / 2 / lfsr_inst.lfsr[0] / 0.53
