==> design/flow/design.v <==
module alu_scan(
	input wire [1:0] op_code, 	 
	input wire [3:0] A,			 
	input wire [3:0] B, 		 
	input wire clk,				 
	input wire rst,				 
	input wire scan_en,			 
	input wire scan_in, 		 
	output reg [3:0] result, 	 
	output wire scan_out		 
);
	wire [3:0] result_adder;
	wire [3:0] result_sub;
	wire [3:0] result_and;
	wire [3:0] result_or;
	wire adder_carry_out;
	full_adder_4bit fa4bit(.A(A),.B(B),.c_in(1'b0),.c_out(adder_carry_out),.S(result_adder));
	sub_4bit sub4bit(.A(A),.B(B),.S(result_sub));
	and_4bit a4bit(.A(A),.B(B),.S(result_and));
	or_4bit o4bit(.A(A),.B(B),.S(result_or));	
	always @(posedge clk or negedge rst) begin
		if (!rst) begin
			result <= 4'b0; 	 
		end else if (scan_en) begin 
			result <= {result[2:0], scan_in};
		end else begin 
			case (op_code) 
				2'b00: result <= result_adder;	 
				2'b01: result <= result_sub;	 
				2'b10: result <= result_and;	 
				2'b11: result <= result_or;		 
				default: result <= 4'b0; 		 
			endcase 
		end
	end 
	assign scan_out = result[3];  
endmodule 
module full_adder(
	input wire A,
	input wire B,
	input c_in,
	output wire c_out,
	output wire S
);
	assign S = A^B^c_in;
	assign c_out = (A&B)|(A&c_in)|(B&c_in);
 endmodule  
module full_adder_4bit(
	input wire [3:0] A,
	input wire [3:0] B,
	input wire c_in, 
	output wire c_out, 
	output wire [3:0] S
);
	wire [3:0] carry;
	full_adder fa0(.A(A[0]),.B(B[0]),.c_in(0),.c_out(carry[0]),.S(S[0]));
	full_adder fa1(.A(A[1]),.B(B[1]),.c_in(carry[0]),.c_out(carry[1]),.S(S[1]));
	full_adder fa2(.A(A[2]),.B(B[2]),.c_in(carry[1]),.c_out(carry[2]),.S(S[2]));
	full_adder fa3(.A(A[3]),.B(B[3]),.c_in(carry[2]),.c_out(carry[3]),.S(S[3]));
	assign c_out = carry[3];
endmodule 
module sub_4bit(
	input wire [3:0] A,
	input wire [3:0] B,
	output wire [3:0] S
);
	wire [3:0] minusB;
	wire c_out;
	co2_4bit mB(.A(B),.S(minusB));
	full_adder_4bit fa4_sub(.A(A),.B(minusB),.c_in(1'b0),.c_out(c_cout),.S(S));
endmodule 
module co2_4bit(
	input wire [3:0] A,
	output wire [3:0] S
);
	wire [3:0] qA;
	wire c_out;
	not_4bit n4(.A(A),.qA(qA));
	full_adder_4bit fa4_co2(.A(qA),.B(4'b0001),.c_in(1'b0),.c_out(c_out),.S(S));
endmodule 
module not_4bit(
	input wire [3:0] A,
	output wire [3:0] qA
);
	assign qA[0] = ~A[0];
	assign qA[1] = ~A[1];
	assign qA[2] = ~A[2];
	assign qA[3] = ~A[3];
endmodule
module and_4bit(
	input wire [3:0] A,
	input wire [3:0] B,
	output wire [3:0] S
);
	assign S[0] = A[0]&B[0];
	assign S[1] = A[1]&B[1];
	assign S[2] = A[2]&B[2];
	assign S[3] = A[3]&B[3];
endmodule 
module or_4bit(
	input wire [3:0] A,
	input wire [3:0] B,
	output wire [3:0] S
);
	assign S[0] = A[0]|B[0];
	assign S[1] = A[1]|B[1];
	assign S[2] = A[2]|B[2];
	assign S[3] = A[3]|B[3];
endmodule 	
==> design/flow/run.sh <==
#!/bin/bash
# OpenROAD 26Q1-2900-gdf79404cd8, Yosys 0.63+post, stock flow scripts
make -C /OpenROAD-flow-scripts/flow DESIGN_CONFIG=/design/flow/config.mk WORK_HOME=/design/flow/orfs finish
==> design/flow/config.mk <==
export PLATFORM = sky130hd
export DESIGN_NAME = alu_scan
export DESIGN_NICKNAME = alu_scan
export VERILOG_FILES = /design/flow/design.v
export SDC_FILE = /design/flow/constraint.sdc
export NUM_CORES = 4
export LEC_CHECK = 1
export CORE_AREA = 10 10 70 70
export DIE_AREA = 0 0 80 80
==> design/flow/constraint.sdc <==
current_design alu_scan

set clk_period 1.0
set clk_io_pct 0.2

create_clock -name clk0 -period $clk_period [get_ports {clk}]

set non_clock_inputs [all_inputs -no_clocks]
set_input_delay [expr $clk_period * $clk_io_pct] -clock clk0 $non_clock_inputs
set_output_delay [expr $clk_period * $clk_io_pct] -clock clk0 [all_outputs]
==> results.cfg <==
; physical design summary
[clocking]
clockRootBuffer = clkbuf_4
clkTransAtPathRegs_ns = 0.04
insertion_delay_ns = 0.23
cts_max_path_buffers = 2
cts_num_sinks = 4
cts_tree = done
htree_levels = 1
numCtsBuffers = 3
hold_buffers = 0

[die]
die_h_um = 80
chipArea_um2 = 6400
initCoreUtil_pct = 14.9
rows = 21
ioPinCount = 19
fp.dieW_um = 80
coreArea_um2 = 3420

[layout]
areaGrowthSynthToFinish_pct = 87.7
layout_top_cell = buf_4
n_fill_cell = 367
layout_top_cells = buf_4 (17), inv_1 (6), ha_1 (5), clkdlybuf4s50_1 (5)
reg_top3 = result: 4 flops
largest_reg_flops = 4
finalInstanceArea_um2 = 953
regMostFlops = result
drive_above_1_share_pct = 48.4
comb_area_um2 = 417
seqCellArea_um2 = 100

[logic_synthesis]
ys_cells = 55
syn_area_um2 = 508
synth_warnings = 3
postSynthAreaPerCell_um2 = 9.24
yosysUniqueCellTypes = 23
ys_seq_share_pct = 19.7
syn_inst = 55
ys_area_um2 = 508
synth_flops = 4

[power_and_ir_drop]
pwr-share-clk_pct = 25.2
switching_share_pct = 27.6
power_switching_uw = 217
power_frac_comb_pct = 49.7
p_seq_share_pct = 25.1
peakVddDrop_mv = 0.295
p_leak_nw = 0.446
p_per_area_nw_per_um2 = 825
intPower_uw = 569

[drt]
drtPass1Iterations = 3
wl_met1_um = 640
avgViaCountPerCell = 3.40
top_layer = met3
route.met3.wl_um = 89
wl_um = 1260
drt-initial-drc-count = 3
vias = 466
met2_length_um = 529
drc_errors = 0
n_antenna_cell = 0
drtAntennaViolNets = 0
drt-wirelength-per-cell_um = 9.19

[global_route]
grt-ovfl-total = 0
grt_max_degree = 10
antenna_found_initial = 0
grt_pass1_wl_um = 2020
grtUsageTotal_pct = 3.75
grt_pass1_vias = 467

[critical_path]
crit_chain = buf_8 -> inv_4 -> ha_4 -> maj3_2 -> fa_2 -> mux4_2 -> mux2_4
path_max_fanout = 2
worstSetupStartpointType = primary input
arrival_ns = 2.01
critical-path-max-stage-delay_ns = 0.46
required_ns = 1.11
crit_slowest_cell = mux4_2
path_class = in2reg
endpoint_kind = flip-flop

[timing]
fin_ws_ns = -0.897
setup_viol = 3
setup_tns_ns = -1.73
max_slew_margin_pct = 79.2
max_clock_freq_mhz = 527
fin_crit_ns = 1.90
slew_viol_final = 0
finalHoldViolCount = 0
clock_skew_ns = 0.000790
rsz0062_at_grt = yes
finalHoldWorstSlack_ns = 0.171
tightest_slew_ns = 0.312
finalCritPeriodShare_pct = 190

[place]
place.gp.congestion = 0.761
io_buffer_count = 18
post_dp_cell_area_um2 = 870
hpwlAfterDp_um = 1100

[worst_hold_path]
hold_class = in2async

[job]
warnings = 32
maxCapViolCount = 0

[status]
status = finished, violations left
failed_checks = setup timing
area by class of cell:
| type | instances | share of cell area, % |
|---|---|---|
| clock buffers | 3 | 2.36 |
| flip-flops and latches | 4 | 10.5 |
| inverters | 10 | 5.51 |
| multi-input cells | 38 | 43.7 |
| repair buffers | 36 | 31.9 |
| well taps | 46 | 6.04 |
worst max-delay path: cells and delay by family:
kind	cells	cell delay (ns)
mux	2	0.73
buf+inv	2	0.15
fa+ha+maj	3	0.93
worst paths after layout:
| path | to | cells past startpoint | start | slack, ns |
|---|---|---|---|---|
| worst max register to register | result[2] | 3 | result[1] | 0.03 |
| worst min-delay path | result[1] | 1 | rst | 0.17 |
| min in group clk0 | result[3] | 3 | op_code[0] | 0.50 |
| worst max-delay path | result[2] | 7 | B[0] | -0.90 |
| max in group asynchronous | result[3] | 1 | rst | 0.66 |
| worst min register to register | result[3] | 3 | result[2] | 0.62 |
kinds of logic after synthesis:
logic type,after synthesis,share of synthesized area (%)
mux,4,10.6
compound gates,8,10.6
fa+ha+maj,12,31.5
simple gates,8,6.65
flops,4,19.7
buf+inv,13,10.6
xor+xnor,6,10.3
routing by layer:
metal | up-vias | track usage (%)
li1 | 254 | -
met1 | 198 | 5.69
met2 | 14 | 5.22
met3 | 0 | 1.02
met4 | 0 | 0.528
met5 | - | 0
metrics by stage:
step	power, mW	util, %	setup slack [ns]	cells
after floorplan	0.374	-	-1.04	55
after global placement	0.570	25.5	-1.74	129
after detailed placement	0.573	25.5	-1.75	129
after CTS	0.795	27.7	-0.891	135
after global routing	0.852	27.9	-0.918	137
final	0.787	27.9	-0.897	137
power by group through the flow:
stage | sequential, mW | combinational, mW | clock (mW)
4_1_cts | 0.198 | 0.386 | 0.212
5_1_grt | 0.201 | 0.433 | 0.219
6_report | 0.197 | 0.391 | 0.198
repair_timing:
action,CTS,global route
pin swaps,7,7
buffers inserted,3,2
gates resized,41,7
setup endpoints to repair,9,7
cells in the mapped netlist (all sizes together):
| master | number | area share, % |
|---|---|---|
| nor3 | 2 | 2.0 |
| ha | 8 | 20 |
| fa | 2 | 7.9 |
| mux2i | 2 | 3.9 |
| dfrtp | 4 | 20 |
| nor2 | 3 | 2.2 |
| buf | 2 | 2.5 |
| inv | 10 | 7.4 |
| mux2 | 1 | 2.2 |
| o31a | 2 | 3.7 |
| nand3 | 1 | 0.98 |
| o21ai | 3 | 3.0 |
| xnor2 | 3 | 5.2 |
| a211oi | 2 | 3.0 |
| maj3 | 2 | 3.9 |
| a21oi | 1 | 0.98 |
| nand2 | 2 | 1.5 |
| xor2 | 3 | 5.2 |
| clkbuf | 1 | 0.74 |
| mux4 | 1 | 4.4 |
Power and IR drop assume default switching activity.
