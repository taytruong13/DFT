$ cat design/flow/design.v
module adder_4bit(
	input wire [3:0] A,
	input wire [3:0] B, 
	output wire [3:0] S
);
	assign S =  A + B; 
endmodule 
module bist_system(
	input wire clk, 
	input wire rst, 
	input wire enable,
	output [7:0] lfsr_out,
	output [3:0] misr_out
);
	wire [3:0] adder_A;
	wire [3:0] adder_B;
	wire [3:0] adder_S;
	lfsr_8bit lfsr_inst(.clk(clk),.rst(rst),.enable(enable),.lfsr(lfsr_out));
	assign adder_A = lfsr_out[7:4];
	assign adder_B = lfsr_out[3:0];
	adder_4bit adder_inst(.A(adder_A),.B(adder_B),.S(adder_S));
	misr_4bit misr_inst(.clk(clk),.rst(rst),.enable(enable),.adder_out(adder_S),.misr(misr_out));
endmodule 
module lfsr_8bit(
	input wire clk,
	input wire rst,
	input wire enable,
	output reg [7:0] lfsr
);
	always @(posedge clk or posedge rst) begin 
		if(rst) begin
			lfsr <= 8'b0000_0001;  
		end else if(enable) begin 
			lfsr <= {lfsr[6:0], lfsr[7]^lfsr[5]}; 
		end 
	end
endmodule 
module misr_4bit(
	input wire clk, 
	input wire rst, 
	input wire enable,
	input wire [3:0] adder_out,
	output reg [3:0] misr 
);
	always @(posedge clk or posedge rst) begin 
		if(rst) begin 
			misr <= 4'b0001;  
		end else if (enable) begin 
			misr <= {misr[2:0], misr[3]^misr[0]} ^ adder_out[3:0];
		end
	end 
endmodule 
$ cat design/flow/run.sh
#!/bin/bash
# OpenROAD 26Q1-2900-gdf79404cd8, Yosys 0.63+post, stock flow scripts
make -C /OpenROAD-flow-scripts/flow DESIGN_CONFIG=/design/flow/config.mk WORK_HOME=/design/flow/orfs finish
$ cat design/flow/config.mk
export PLATFORM = sky130hd
export DESIGN_NAME = bist_system
export DESIGN_NICKNAME = bist_system
export VERILOG_FILES = /design/flow/design.v
export SDC_FILE = /design/flow/constraint.sdc
export NUM_CORES = 4
export LEC_CHECK = 1
export CORE_AREA = 10 10 78 78
export DIE_AREA = 0 0 88 88
$ cat design/flow/constraint.sdc
current_design bist_system

set clk_period 1.9
set clk_io_pct 0.2

create_clock -name clk0 -period $clk_period [get_ports {clk}]

set non_clock_inputs [all_inputs -no_clocks]
set_input_delay [expr $clk_period * $clk_io_pct] -clock clk0 $non_clock_inputs
set_output_delay [expr $clk_period * $clk_io_pct] -clock clk0 [all_outputs]
==> CHANGELOG.md <==
### Implementation results

- Status: finished, final reports clean
- CP max stage delay: 0.56 ns
- Worst EP arrival: 1.88 ns
- Crit path DRT: 2.02 ns
- Global-route wire length before repair: ~2400 µm
- Setup slack at placement: 0.155 ns
- Worst path top cell family by delay: adder cells
- Drt drc: 0
- Hold Path Class: input port to async pin
- Clk buf depth: 2
- Gate Count Post-Synth: 50
- Flops out of synthesis: 12
- GR Util met2: 4.89%
- CP Launch Type: flip-flop
- Tot GR Track Use: 3.97%
- WP buf/inv: 1
- Internal power: around 1100 µW
- GP Congestion: 0.794
- Measured slew at the worst slew-check pin: 0.531 ns
- Leak pwr: 0.000358 µW
- CP max FO: 4
- Area growth syn-to-layout: 42.7%
- Vias per cell: between 3 and 4
- Final period util: between 90% and 100%
- Rel. slew slack: 64.5%
- Yosys warning count: 2
- CP cell instances: ha_1 -> inv_1 -> fa_1 -> xnor2_1 -> mux2_2
- Number of global-route vias before repair: ~460
- Comb power frac: a little under half
- Worst Skew: 0.00210 ns
- Die height: 88 µm
- Fillers: 454
- Length of the first detailed-routing pass in iterations: 4
- Cell Area, Synth: about 600 µm²
- Biggest area cells: dfrtp_1 (41%), mux2_2 (11%), dfstp_2 (8.7%)
- Die area: a little under 8000 µm²
- Initial antenna violation count: 0
- # resized after CTS: 0
- Die X-Extent: 88 µm
- Met1 Track Usage GR: under 10%
- Yosys top cell by area: dfrtp_1
- Cell Rows: 24
- Top-Level Pins: 15
- Final hold violations: 0
- Yosys stat chip area: ~600 µm²
- Clk pwr share: 17.8%
- Endpoint type of the worst setup path: flip-flop
- Setup violations, final: 0
- IO buf count: 14
- Initial DRC Count: between 40 and 50
- Max_cap viols: 0
- Setup TNS: 0 ns
- Dpl hpwl: 1030 µm
- CORE AREA: 4410 µm²
- CP Class: flip-flop to flip-flop
- Avg Cell Area, Syn: approximately 12 µm²
- Layout cells sized above 1: 19.4%
- Yosys Instances: 50
- Top-area cell share: 41.4%
- Number of distinct library cells after synthesis: 18
- Switching power: between 400 and 500 µW
- Final WL: 1400 µm
- Period minus WS final: 1.76 ns
- Max VDD drop: a little over 0.0003 V
- Post-CTS Setup Repair Bufs: 0
- CTS tree: yes
- Largest net degree at the start of global routing: 14
- Clk root buf: clkbuf_8
- Flip-flop and latch area: 303 µm²
- Switching part of the total: 30.5%
- Tool warnings: 25
- Post-synth seq share: 50.1%
- Initial Util: 13.7%
- RSZ-0062 raised after global routing: no
- GRT busiest layer: met1
- Max Clk Rate: between 500 and 600 MHz
- MI comb area: 277 µm²
- Pwr Density: about 1800 nW/µm²
- GR Overflow Total: 0
- Clk latency late pin: 0.24 ns
- Sequential power share: between 30 and 40%
- Global routing usage on met3: under 10%
- Clock transition at path regs: 0.05 ns
- CTS Buf Count: 3
- Vias: 414
- Clock sinks: 12
- Antenna cells: 0
- Fin worst setup slack: 0.140 ns
- H-tree lvl count: 1
- Hold-fix buffers, CTS: 0
- Max Slew Vio Count: 0
- Routed len/inst: 11.8 µm
- Routed Antenna Nets: 0
- Critical path's slowest cell: dfstp_2
[power groups by stage]
| stage | clock (µW) | sequential, µW | combinational [µW] |
|---|---|---|---|
| 6_report | 277 | 538 | 742 |
| 4_1_cts | 285 | 541 | 766 |
| 5_1_grt | 297 | 569 | 853 |
[cell families (layout without fill, tap and decap cells)]
kind of cell | count (synthesis) | count (layout) | synth area share [%]
flip-flops | 12 | 12 | 50.1
XOR/XNOR | 7 | 7 | 12.4
multiplexers | 6 | 6 | 11.2
buffers and inverters | 6 | 23 | 4.14
AND-OR/OR-AND | 7 | 7 | 6.83
AND/OR/NAND/NOR | 8 | 8 | 5.80
adder cells (fa/ha/maj) | 4 | 4 | 9.52
[placed cells by master, fill, tap and decap left out, types with 2 or more instances in the layout]
cell             instances
clkdlybuf4s50_1         14
xnor2_1                  5
ha_1                     3
a21oi_1                  3
o21ai_0                  2
nand3_1                  2
nor2_1                   2
nand2_1                  3
dfrtp_1                 10
clkbuf_8                 4
inv_1                    4
mux2_2                   6
dfstp_2                  2
[metal layers]
| metal | share of wire (%) | wire length, µm |
|---|---|---|
| met3 | 16 | 218 |
| met5 | 0 | 0 |
| met4 | 0 | 0 |
| met1 | 47 | 662 |
| met2 | 37 | 520 |
[registers in the layout, summed over array words and instances, names as in the netlist]
| name | count |
|---|---|
| lfsr_inst.lfsr | 8 |
| misr_inst.misr | 4 |
[final timing paths]
kind | endpoint | slack [ns] | depth (start not counted) | startpoint
setup / recovery | misr_inst.misr[1]$_DFFE_PP0P_ | 0.14 | 5 | lfsr_inst.lfsr[0]$_DFFE_PP1P_
hold / removal | lfsr_inst.lfsr[1]$_DFFE_PP0P_ | 0.45 | 2 | rst
setup reg to reg | misr_inst.misr[1]$_DFFE_PP0P_ | 0.14 | 5 | lfsr_inst.lfsr[0]$_DFFE_PP1P_
hold reg to reg | misr_inst.misr[0]$_DFFE_PP1P_ | 0.51 | 1 | misr_inst.misr[0]$_DFFE_PP1P_
max in group asynchronous | misr_inst.misr[0]$_DFFE_PP1P_ | 1.10 | 2 | rst
min in group clk0 | misr_inst.misr[0]$_DFFE_PP1P_ | 0.51 | 1 | misr_inst.misr[0]$_DFFE_PP1P_
[metrics by stage]
step | instances | util [%] | hold slack [ns] | total power (µW) | instance area [µm²]
2_1_floorplan | 50 | - | 0.243 | 943 | 604
3_3_place_gp | 115 | 18.3 | 0.496 | 1290 | 807
3_5_place_dp | 115 | 18.3 | 0.496 | 1290 | 807
4_1_cts | 119 | 19.5 | 0.471 | 1590 | 862
5_1_grt | 119 | 19.5 | 0.504 | 1720 | 862
6_report | 119 | 19.5 | 0.454 | 1560 | 862
[cell usage after synthesis]
cell and instances:
o21ai_0 2, fa_1 1, mux2_2 6, buf_2 2, nor2_1 2, xor2_1 1
nor2b_1 1, dfrtp_1 10, nand3_1 2, a21oi_1 3, xnor3_1 1, inv_1 4
ha_1 3, dfstp_2 2, a21o_1 1, a31o_1 1, xnor2_1 5, nand2_1 3
[worst reg2reg max path, stage by stage, from the launching register on]
cell and delay, ns:
dfstp_2 0.56, ha_1 0.18, inv_1 0.06, fa_1 0.45
xnor2_1 0.14, mux2_2 0.26
[area by class of cell]
class | instances | area share (%)
inverter | 4 | 1.74
clock buffer | 4 | 6.39
sequential | 12 | 35.1
tap | 52 | 7.55
timing repair buffer | 15 | 17.1
multi-input combinational | 32 | 32.1
Power figures rest on the tool's default switching activity, not on a simulated workload.
